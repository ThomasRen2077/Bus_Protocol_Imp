### flow/run.sh
#!/bin/bash
# OpenROAD 26Q1-2900-gdf79404cd8, Yosys 0.63+post, stock flow scripts
make -C /OpenROAD-flow-scripts/flow DESIGN_CONFIG=/design/flow/config.mk WORK_HOME=/design/flow/orfs finish
### flow/config.mk
export PLATFORM = sky130hd
export DESIGN_NAME = simple_spi
export DESIGN_NICKNAME = simple_spi
export VERILOG_FILES = /design/flow/design.v
export SDC_FILE = /design/flow/constraint.sdc
export NUM_CORES = 4
export LEC_CHECK = 1
export CORE_UTILIZATION = 30
### flow/constraint.sdc
current_design simple_spi

set clk_period 4.9
set clk_io_pct 0.2

create_clock -name clk0 -period $clk_period [get_ports {clk}]

set non_clock_inputs [all_inputs -no_clocks]
set_input_delay [expr $clk_period * $clk_io_pct] -clock clk0 $non_clock_inputs
set_output_delay [expr $clk_period * $clk_io_pct] -clock clk0 [all_outputs]
### flow/design.v
`timescale 1ns/1ps
module fsm_spi (
    input logic clk,
    input logic rst,
    input logic tx_enable,
    output logic mosi,
    output logic cs,
    output logic sclk
);
    typedef enum logic [1:0] {IDLE = 0, START_TX = 1, TX_DATA = 2, END_TX = 3} state_type;
    state_type state, next_state;
    logic [7:0] din = 8'b10101010;
    logic spi_sclk = 0;
    logic [2:0] count = 0;   
    integer bit_count = 0;
    always @(*) begin
        next_state = state;
        case(state)
            IDLE:       next_state = tx_enable?                             START_TX :  IDLE;
            START_TX:   next_state = (count == 3'b111)?                     TX_DATA  :  START_TX;
            TX_DATA:    next_state = (bit_count == 8)?                      END_TX   :  TX_DATA;
            END_TX:     next_state = (count == 3'b111)?                     IDLE     :  END_TX;
            default:    next_state = IDLE;
        endcase
    end
    always @(posedge clk) begin
        if(rst)     state <= IDLE;
        else        state <= next_state;
    end
   always @(posedge clk) begin
        case(next_state)
            IDLE:              spi_sclk <= 1'b0;      
            START_TX :         spi_sclk <= (count < 3'b011 || count == 3'b111);     
            TX_DATA:           spi_sclk <= (count < 3'b011 || count == 3'b111);
            END_TX:            spi_sclk <= (count < 3'b011 );     
            default :          spi_sclk <= 1'b0;
        endcase
    end
    always @(posedge sclk) begin
        case(state)
            TX_DATA:            mosi <= (count < 8)? din[7 - count] : 1'b0;
            default:            mosi <= 1'b0;
        endcase
    end
    assign cs = (state == IDLE || state == END_TX);
    always @(posedge clk) begin
        case(state)
            IDLE:              count <= '0;      
            START_TX :         count <= count + 1;     
            TX_DATA:           begin
                if(bit_count != 8) begin
                               count <= (count < 3'b111)?  count + 1 : '0;
                end
            end
            END_TX:            count <= count + 1;     
            default :          count <= '0;
        endcase
    end
    always @(posedge clk) begin
        case(state)
            IDLE:              bit_count <= '0;      
            START_TX :         bit_count <= bit_count;     
            TX_DATA:           begin
                if(bit_count != 8 && count == 3'b111) begin
                               bit_count <= bit_count + 1;
                end
            end
            END_TX:            bit_count <= '0;     
            default :          bit_count <= '0;
        endcase
    end
    assign sclk = spi_sclk;
endmodule
module spi_slave (
    input logic sclk,
    input logic mosi,
    input logic cs,
    output logic [7:0] dout,
    output logic done
);
    integer count = 0;
    typedef enum logic { IDLE = 0, SAMPLE = 1 } state_type;
    state_type state, next_state;
    logic [7:0] data = 0;
    always@(*) begin
        next_state = state;
        case(state)
            IDLE:       next_state = cs? IDLE : SAMPLE;
            SAMPLE:     next_state = (count == 8)? IDLE : SAMPLE;
            default:    next_state = IDLE;
        endcase
    end
    always@(negedge sclk) begin
        state <= next_state;
    end
    always@(negedge sclk) begin
        case(state)
            IDLE:   count <= '0;
            SAMPLE: count <= (count == 8)? '0 : count + 1;
            default:count <= '0;
        endcase
    end
    always@(negedge sclk) begin
        case(state)
            IDLE:   done <= '0;
            SAMPLE: done <= (count == 8);
            default:done <= '0;
        endcase
    end
    always@(negedge sclk) begin
        case(state)
            IDLE:   data <= data;
            SAMPLE: data <= (count == 8)? data : {data[6:0], mosi};
            default:data <= '0;
        endcase
    end
    assign dout = data;
endmodule
module simple_spi(
    input logic clk,
    input logic rst,
    input logic tx_enable,
    output logic [7 : 0] dout,
    output logic done
);
    logic mosi;
    logic ss;
    logic sclk;
    fsm_spi     spi_m(clk, rst, tx_enable, mosi, ss, sclk);
    spi_slave   spi_s(sclk, mosi, ss, dout, done);
endmodule
==> flow_summary.json <==
{
  "status": "finished, final reports clean",
  "startpoint_type": "flip-flop",
  "cts_max_level": 2,
  "ys_seq_share": 0.496,
  "path_cells": "nand4_1 > or4_4 > or4_1 > a21oi_1",
  "insertion_delay_ns": 0.28,
  "cts_tree": "done",
  "grt_use_total": 0.107,
  "relSlewSlack": 0.545,
  "ys_ff": 83,
  "grt_max_degree": 43,
  "die_h_um": 121,
  "cts_made_buffers": 5,
  "power_density_nw_per_um2": 207,
  "post_drt_via_cell_ratio": 5.14,
  "area_growth_syn_to_layout_pct": 9.53,
  "post-route-min-period_ns": 2.42,
  "cp.required_ns": 5.02,
  "antenna_left": 0,
  "ir_drop_mv": 0.172,
  "cts_root_buf": "clkbuf_16",
  "fin_cells": 612,
  "grt_pass1_vias": 2825,
  "finalWeightedCongestion": 0.813,
  "rr_startpoint": "spi_m.bit_count[12]",
  "coreArea_um2": 13500,
  "grt_pass1_wl_mm": 12.7,
  "arrival_ns": 2.55,
  "drv_cap": 0,
  "drcViolationCount": 0,
  "flop_cell": "edfxtp_1",
  "cp-startpoint": "spi_m.bit_count[12]",
  "cts_buffer_depth": 2,
  "timing.critical_path.slowest_stage_cell": "or4_4",
  "yosysMostFrequentCell": "edfxtp_1",
  "timing.fmax_ghz": 0.413,
  "postCtsSetupBuffers": 0,
  "drtIter0Drc": 145,
  "diodes": 0,
  "mappedNetlistArea_um2": 4220,
  "setup_slack_ns": 2.48,
  "postCtsHoldBufs": 0,
  "post-route-util": 0.343,
  "placementRows": 42,
  "yosys_warnings": 2,
  "num-fill-cells": 1365,
  "ys_cells": 433,
  "hold_viol_final": 0,
  "untimed_endpoints": 60,
  "dp_slack_ns": 2.51,
  "synth.distinct_cells": 45,
  "vias": 3143,
  "common_cells": "edfxtp_1, a21oi_1, dfxtp_1, nor2_1, inv_1",
  "fp_util": 0.313,
  "p_total_w": 0.000956,
  "async_reset_ff_frac": 0,
  "max_stage_delay_ns": 0.66,
  "tightest_slew_ns": 0.683,
  "firstDrtPassIters": 4,
  "cts_resized": 0,
  "cp-end-kind": "flip-flop",
  "drive_above_1_share": 0.0596,
  "antenna_found_initial": 0,
  "dp.cells": 604,
  "netlist_instances": 433,
  "rsz0062_at_grt": "false",
  "io_pins": 12,
  "port_buffers": 11,
  "place_hpwl_mm": 5.03,
  "power_leakage_nw": 1.46,
  "cts.clk_slew.worst_paths_ns": 0.06,
  "drv_slew": 0,
  "fp.dieArea_um2": 14500,
  "wl_mm": 7.40,
  "grt_overflow": 0,
  "edf_count": 43,
  "die_width_um": 121,
  "fin_setup_tns_ns": 0,
  "synth_area_per_cell_um2": 9.74,
  "hold_start": "spi_m.state[0]",
  "crit_type": "reg -> reg",
  "worst_clock_skew_ns": 0.00694,
  "yosys.area.top_type": "edfxtp_1",
  "yosys_area_um2": 4220,
  "wl_per_cell_um": 12.1,
  "yosys-top-cells-area": "edfxtp_1, dfxtp_1, a21oi_1, or4_1, xnor2_1",
  "setup_viol": 0,
  "log.warning_count": 30,
  "hold_class": "reg -> reg",
  "path_max_fanout": 16,
  "period_used_share": 0.495,
  "synth_top_area_share": 0.306,
  "unclocked_regs": 43
}
critical path, delay by kind of cell, from the launching register on:
family | cells | cell delay, ns
DFF | 1 | 0.45
AOI/OAI and AO/OA | 1 | 0.15
and+or+nand+nor | 3 | 1.67
power breakdown:
group	leakage, nW	internal, W	switching (W)
clock	0.0736	0.000188	0.000132
sequential	0.788	0.000474	0.0000456
combinational	0.595	0.0000481	0.0000690
cells in the final DEF (no fill, tap or decap), types with 2 or more instances in the layout:
cell type        instances
a21oi_1                 41
and2_1                   2
and3_1                   2
and4_1                   4
buf_4                    3
clkbuf_16                5
clkdlybuf4s50_1         11
clkinv_2                 2
dfxtp_1                 40
edfxtp_1                43
ha_1                    10
inv_1                   26
nand2_1                 18
nand3_1                 17
nand4_1                 18
nand4_2                  2
nor2_1                  38
nor2b_1                  2
nor3_1                  12
nor4_1                  14
nor4b_1                  3
o21ai_0                 21
o21ai_2                  2
o31a_1                   2
o31ai_1                 18
or3_1                   16
or3_2                    2
or4_1                   21
or4_4                    3
xnor2_1                 18
xor2_1                   6
final timing paths:
check	to	slack (ns)	cells past startpoint
max	spi_m.bit_count[30]	2.48	4
min	spi_m.state[2]	0.51	2
max reg2reg	spi_m.bit_count[30]	2.48	4
min reg2reg	spi_m.state[2]	0.51	2
metrics by stage:
| step | cell area (um2) | hold WS, ns |
|---|---|---|
| finish | 4620 | 0.511 |
| detailed placement | 4470 | 0.499 |
| CTS | 4620 | 0.513 |
| floorplan | 4220 | 0.461 |
| global placement | 4470 | 0.503 |
| global route | 4620 | 0.551 |
metal layers:
layer | routed length, um | track usage | share of wire
met5 | 0 | 0 | 0
met4 | 27 | 0.00617 | 0.0036
met3 | 188 | 0.0193 | 0.025
met2 | 3290 | 0.171 | 0.44
met1 | 3900 | 0.164 | 0.53
kinds of logic after synthesis:
kind of cell             synth area share
XOR/XNOR                           0.0499
adder cells (fa/ha/maj)            0.0297
buffers and inverters              0.0475
AND/OR/NAND/NOR                     0.252
flip-flops                          0.496
AND-OR/OR-AND                       0.124
cell type report:
cell class / count / area [um2] / share of cell area
flip-flops and latches: 83 / 2090 / 0.453
well taps: 176 / 220 / 0.0477
repair buffers: 14 / 133 / 0.0287
inverters: 26 / 97.6 / 0.0211
multi-input cells: 305 / 1930 / 0.418
clock buffers: 5 / 125 / 0.0271
clock inverters: 3 / 18.8 / 0.00407
registers in the layout, summed over array words and instances (netlist names):
signal           count
spi_m.bit_count     32
spi_s.count         32
spi_s.data           8
spi_m.state          4
spi_m.count          3
spi_m.mosi           1
spi_m.spi_sclk       1
spi_s.done           1
spi_s.state          1
Power figures rest on the tool's default switching activity, not on a simulated workload.
