[/design/flow/config.mk]
export PLATFORM = sky130hd
export DESIGN_NAME = top
export DESIGN_NICKNAME = top
export VERILOG_FILES = /design/flow/design.v
export SDC_FILE = /design/flow/constraint.sdc
export NUM_CORES = 4
export LEC_CHECK = 1
export CORE_UTILIZATION = 30
[/design/flow/constraint.sdc]
current_design top

set clk_period 4.2
set clk_io_pct 0.2

create_clock -name clk0 -period $clk_period [get_ports {clk100mhz}]

set non_clock_inputs [all_inputs -no_clocks]
set_input_delay [expr $clk_period * $clk_io_pct] -clock clk0 $non_clock_inputs
set_output_delay [expr $clk_period * $clk_io_pct] -clock clk0 [all_outputs]
[/design/flow/design.v]
`timescale 1ps/1ps
module top (
    input logic clk100mhz,
    output logic cs,
    output logic mosi,
    output logic sclk,
    input logic st_wrt,
    input logic [11:0] data_in,
    output logic done
);
    typedef enum logic [1:0] {idle_dac = 0, init_dac = 1, dac_data = 2, send_data = 3} state_type;
    state_type state;
    integer count = 0;
    logic [31:0] data = 32'h0;
    logic [31:0] setup_dac = 32'h08000001;
    logic dac_init = 1'b0;
    integer clkdiv = 0;
    logic clk1mhz = 1'b0;
    always @(posedge clk100mhz) begin
        if (clkdiv == 49) begin
            clkdiv <= 0;
            clk1mhz <= ~clk1mhz;
        end 
        else begin
            clkdiv <= clkdiv + 1;
        end
    end
    always @(posedge clk1mhz or negedge st_wrt) begin
        if (!st_wrt) begin
            state <= idle_dac;
            cs    <= 1'b1;
            mosi  <= 1'b0;
            count <= 0;
            done <= 1'b0;
        end else begin
            case (state)
                idle_dac: begin
                    cs    <= 1'b1;
                    mosi  <= 1'b0;
                    count <= 0;
                    done  <= 1'b0;
                    if (!dac_init) begin
                        cs <= 1'b1;
                        state <= init_dac;
                    end 
                    else begin
                        cs <= 1'b1;
                        state <= dac_data;
                    end
                    end
                init_dac : begin
                    if(count < 32 ) begin
                        cs    <= 1'b0;
                        count <= count + 1;
                        mosi  <= setup_dac[31 - count];
                        state <= init_dac;
                    end
                    else begin
                        count <= 0;
                        dac_init <= 1'b1;
                        cs <= 1'b1;
                        state <= dac_data;
                    end
                end
                dac_data: begin
                    cs   <= 1'b1;
                    mosi <= 1'b0;
                    data <= {12'h030, data_in, 8'h00 };
                    state <= send_data;
                end
                send_data: begin
                if(count < 32) begin
                    cs    <= 1'b0;
                    count <= count + 1;
                    mosi  <= data[31 - count];
                    state <= send_data;
                end
                else begin
                    count    <= 0;
                    done     <= 1'b1;
                    cs       <= 1'b1;
                    state    <= idle_dac;
                end
                end
                default:state <= idle_dac;
            endcase
        end
    end
    assign sclk = clk1mhz; 
endmodule
[/design/flow/run.sh]
#!/bin/bash
# OpenROAD 26Q1-2900-gdf79404cd8, Yosys 0.63+post, stock flow scripts
make -C /OpenROAD-flow-scripts/flow DESIGN_CONFIG=/design/flow/config.mk WORK_HOME=/design/flow/orfs finish
==> impl_metrics.yaml <==
# flow metrics
grt:
  grt_max_degree: 54
  grt-ovfl-total: 0
  first_global_vias: 2705
  grt_pass1_wl_mm: 13.2
  grtUsageTotal_pct: 11.5
  antenna_found_initial: 0
layout:
  lay_top_count: "nor2_1"
  final_cell_area_mm2: 0.00454
  mostFrequentLayoutCells: "nor2_1, dfrtp_1, dfxtp_1"
  fin_cells: 594
  area_growth_syn_to_layout_pct: 12.3
  drive_above_1_share_pct: 6.22
  final_core_util_pct: 34.4
sta:
  tns_ns: 0
  slew_violations: 0
  final.setup_skew_ns: 0.00706
  untimed_endpoints: 68
  timing.fmax_mhz: 506
  setup_viol: 0
  grt_setup_unrepaired: "no"
  relSlewSlack_pct: 46.4
  final_hold_viol_count: 0
  finalClockPeriodUsage_pct: 47.1
  worst_pin_slew_ns: 0.798
  unclocked_regs: 53
  worst_slack_ns: 2.22
  period_minus_slack_ns: 1.98
logic_synthesis:
  avgSynthCellArea_um2: 10.0
  netlist_area_mm2: 0.00404
  ys_cells: 404
  yosys_area_mm2: 0.00404
  yosysWarnings: 1
  ff_type: "dfrtp_1"
  ys_ff: 86
  synth_cells: 404
  async_reset_ff_share_pct: 45.3
  yosys.stat.seqShare_pct: 51.2
  edf_count: 15
  ys_types: 50
die:
  core.rowCount: 42
  die_y_um: 118
  coreArea_mm2: 0.0132
  dieArea_mm2: 0.0139
  io_pins: 18
  fp_util_pct: 30.6
  die_w_um: 118
critical_path:
  worstPathArrival_ns: 2.18
  critPathLaunchType: "register"
  required_ns: 4.40
  crit_path_max_fanout: 7
  cp_slowest_stage_delay_ns: 0.46
  slowest_stage: "nor4_4"
  critical_path_class: "register to register"
  crit_buf_inv: 1
  crit_family: "simple AND/OR/NAND/NOR gates"
  cp_cell_sequence: "ha_1 > inv_1 > nor4_4 > nand2_1 > nor4_1 > xor2_1"
  endpoint_kind: "register"
clocking:
  numCtsBuffers: 5
  clkTransAtPathRegs_ns: 0.05
  cts_resized: 0
  cts-root-buf: "clkbuf_16"
  holdBufCountCts: 0
  postCtsSetupBuffers: 0
  cts_tree: "yes"
  clk_latency_ns: 0.28
  cts_max_path_buffers: 2
  htreeDepth: 2
job:
  cap_violations: 0
  warnings: 26
detailed_routing:
  num_antenna_cells: 0
  vias_per_cell: 4.97
  first_pass_iters: 6
  drt_iter0_markers: 139
  drc: 0
  wl_mm: 7.45
  num_vias: 2954
  routedWlPerCell_um: 12.5
  final_antenna_net_count: 0
placed_design:
  io_buffers: 17
  hpwl_mm: 5.19
  dpl_cell_area_mm2: 0.00438
  gp_congestion: 0.799
  place_ws_ns: 2.26
  dp_cells: 586
pwr:
  irDropWorstVdd_mv: 0.317
  power_density_mw_per_mm2: 156
  total_leakage_power_nw: 1.67
status:
  status: "finished clean"
hold_path:
  worst_hold_path_type: "register to register"
## registers in the layout, indices dropped and copies added (netlist names)
register,flops
done,1
mosi,1
dac_init,1
cs,1
data,13
state,4
clkdiv,32
count,32
clk1mhz,1
## area by class of cell
class	instances	area, um2
multi-input cells	287	1830
flip-flops and latches	86	2070
repair buffers	21	195
clock inverters	1	5.00
inverters	16	62.6
fillers	1290	8650
clock buffers	7	153
well taps	176	220
## routing by layer
metal | global-route usage [%] | wire length (um) | vias up
li1 | - | - | 1499
met1 | 18.7 | 3830 | 1423
met2 | 17.9 | 3400 | 28
met3 | 1.14 | 161 | 4
met4 | 0.881 | 56 | 0
met5 | 0 | 0 | -
## worst reg2reg max path: cells and delay by family, from the launching register on
family	cells	cell delay, ns
adders and majority gates	1	0.24
xor gates and xnor gates	1	0.16
buffers and inverters	1	0.10
DFF	1	0.40
and+or+nand+nor	3	1.00
## path summary, 6_finish.rpt
kind / endpoint / depth (start not counted) / slack (ns) / start
hold reg to reg: clkdiv[31] / 1 / 0.46 / clkdiv[31]
setup reg to reg: clkdiv[30] / 6 / 2.22 / clkdiv[0]
setup / recovery: clkdiv[30] / 6 / 2.22 / clkdiv[0]
hold / removal: clkdiv[31] / 1 / 0.46 / clkdiv[31]
## logic make-up (layout without fill, tap and decap cells)
logic type / count (synthesis) / in the layout / share of synthesized area, %
compound gates: 62 / 62 / 9.81
xor+xnor: 40 / 40 / 8.67
fa+ha+maj: 4 / 4 / 1.24
buf+inv: 32 / 45 / 3.53
flops: 86 / 86 / 51.2
mux: 6 / 6 / 2.14
other cells: 1 / 2 / 0.0928
simple gates: 173 / 173 / 23.3
## cells in the mapped netlist (13+ instances only)
cell type / instances / area share [%]
nand4_1: 17 / 2.6
nand2_1: 27 / 2.5
dfrtp_1: 37 / 23
xor2_1: 14 / 3.0
nor3_1: 13 / 1.6
a31oi_1: 21 / 3.3
dfxtp_1: 32 / 16
nor2_1: 41 / 3.8
nor4_1: 16 / 2.5
edfxtp_1: 15 / 11
a21oi_1: 13 / 1.6
inv_1: 15 / 1.4
nand3_1: 19 / 2.4
xnor2_1: 26 / 5.6
## metrics by stage
stage                     hold WS [ns]  power, mW
after floorplan                  0.431      0.324
after global placement           0.452      0.344
after detailed placement         0.451      0.344
after CTS                        0.465      0.719
after global routing             0.491      0.736
final                            0.463      0.710
## report_power, final
| group | switching, mW | internal (mW) |
|---|---|---|
| registers | 0 | 0.317 |
| logic | 0.00909 | 0.0105 |
| clock network | 0.123 | 0.250 |
| total | 0.132 | 0.578 |
Power figures rest on the tool's default switching activity, not on a simulated workload.
