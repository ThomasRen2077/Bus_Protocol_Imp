===== design/flow/config.mk =====
export PLATFORM = sky130hd
export DESIGN_NAME = uart_top
export DESIGN_NICKNAME = uart_top
export VERILOG_FILES = /design/flow/design.v
export SDC_FILE = /design/flow/constraint.sdc
export NUM_CORES = 4
export LEC_CHECK = 1
export CORE_UTILIZATION = 40

===== design/flow/run.sh =====
#!/bin/bash
# OpenROAD 26Q1-2900-gdf79404cd8, Yosys 0.63+post, stock flow scripts
make -C /OpenROAD-flow-scripts/flow DESIGN_CONFIG=/design/flow/config.mk WORK_HOME=/design/flow/orfs finish

===== design/flow/design.v =====
`timescale 1ns /1ps
module uart_top
#(
    parameter clk_freq = 1000000,
    parameter baud_rate = 9600
) (
    input clk,rst, 
    input rx,
    input [7:0] dintx,
    input newd,
    output tx, 
    output [7:0] doutrx,
    output donetx,
    output donerx
);
    uarttx #(clk_freq, baud_rate) utx (clk, rst, newd, dintx, tx, donetx);   
    uartrx #(clk_freq, baud_rate) rtx (clk, rst, rx, donerx, doutrx);    
endmodule
module uarttx
#(
    parameter  clk_freq = 1000000,
    parameter  baud_rate = 9600
) (
    input  logic clk, 
    input  logic rst,
    input  logic newd,
    input  logic [7:0] tx_data,
    output logic tx,
    output logic donetx
);
    localparam  clkcount = (clk_freq / baud_rate);
    integer     count = 0;
    logic       uclk = 0;
    always_ff @( posedge clk ) begin
        if(count < clkcount/2) count <= count + 1;
        else begin
            count <= 0;
            uclk <= ~uclk;
        end
    end
    logic [7:0] din;
    integer bit_counts = 0;
    localparam STATE_IDLE = 2'b00;
    localparam STATE_STRT = 2'b01;
    localparam STATE_TRAN = 2'b10;
    localparam STATE_DONE = 2'b11;
    logic [1:0] state_reg;
    logic [1:0] state_next;
    always @( posedge uclk ) begin
        if ( rst )
            state_reg <= STATE_IDLE;
        else
            state_reg <= state_next;
    end
    always_comb begin
        state_next = state_reg;
        case(state_reg)
            STATE_IDLE: if(newd)            state_next = STATE_STRT;
            STATE_STRT:                     state_next = STATE_TRAN;
            STATE_TRAN: if(bit_counts == 7) state_next = STATE_DONE;
            STATE_DONE:                     state_next = STATE_IDLE;
            default:                        state_next = STATE_IDLE;
        endcase
    end
    task cs
    (
        input logic           cs_tx,
        input logic           cs_done_tx
    );
    begin
        tx = cs_tx;
        donetx = cs_done_tx;
    end
    endtask
    always_comb begin
        case(state_reg)
            STATE_IDLE:             cs( 1'b1,               1'b0);
            STATE_STRT:             cs( 1'b0,               1'b0);
            STATE_TRAN:             cs( din[bit_counts],    1'b0);
            STATE_DONE:             cs( 1'b1,               1'b1);
        endcase
    end
    always_ff @(posedge uclk) begin
        case(state_reg)
            STATE_IDLE: begin 
                bit_counts <= 0;
                din <= din;
                if(newd) din <= tx_data;
            end
            STATE_STRT:begin
                bit_counts <= 0;
                din <= din;
            end
            STATE_TRAN: begin
                bit_counts <= bit_counts + 1;
                din <= din;
            end
            STATE_DONE: begin
                bit_counts <= 0;
                din <= din;
            end
        endcase
    end
endmodule
module uartrx
#(
    parameter  clk_freq = 1000000,
    parameter  baud_rate = 9600
) (
    input  logic clk, 
    input  logic rst,
    input  logic rx,
    output logic done,
    output logic [7:0] rx_data
);
    localparam  clkcount = (clk_freq / baud_rate);
    integer     count = 0;
    logic       uclk = 0;
    always_ff @( posedge clk ) begin
        if(count < clkcount/2) count <= count + 1;
        else begin
            count <= 0;
            uclk <= ~uclk;
        end
    end
    integer bit_counts = 0;
    localparam STATE_IDLE = 2'b00;
    localparam STATE_STRT = 2'b01;
    localparam STATE_DONE = 2'b10;
    logic [1:0] state_reg;
    logic [1:0] state_next;
    always @( posedge uclk ) begin
        if ( rst )
            state_reg <= STATE_IDLE;
        else
            state_reg <= state_next;
    end
    always_comb begin
        state_next = state_reg;
        case(state_reg)
            STATE_IDLE: if(rx == 1'b0)      state_next = STATE_STRT;
            STATE_STRT: if(bit_counts == 7) state_next = STATE_DONE;
            STATE_DONE:                     state_next = STATE_IDLE;
            default:                        state_next = STATE_IDLE;
        endcase
    end
    task cs
    (
        input logic           cs_done
    );
    begin
        done = cs_done;
    end
    endtask
    always_comb begin
        case(state_reg)
            STATE_IDLE:             cs( 1'b0);
            STATE_STRT:             cs( 1'b0);
            STATE_DONE:             cs( 1'b1);
            default:                cs( 1'b0);
        endcase
    end
    always_ff @(posedge uclk) begin
        case(state_reg)
            STATE_IDLE: begin 
                bit_counts <= 0;
                rx_data <= '0;
            end
            STATE_STRT: begin
                bit_counts <= bit_counts + 1;
                rx_data <= {rx, rx_data[7:1]};
            end
            STATE_DONE: begin
                bit_counts <= 0;
                rx_data <= rx_data;
            end
        endcase
    end
endmodule

===== design/flow/constraint.sdc =====
current_design uart_top

set clk_period 4.0
set clk_io_pct 0.2

create_clock -name clk0 -period $clk_period [get_ports {clk}]

set non_clock_inputs [all_inputs -no_clocks]
set_input_delay [expr $clk_period * $clk_io_pct] -clock clk0 $non_clock_inputs
set_output_delay [expr $clk_period * $clk_io_pct] -clock clk0 [all_outputs]

==> results.txt <==
fresh numbers from the pnr run: vias post-DR=around 6k, GRT met2 Usage=0.247, sequential element share of the synthesized area=0.481, worst setup skew after layout=roughly 0.0052 ns, GR Util All Layers=0.163, Root Buffer=sky130_fd_sc_hd__clkbuf_16, FP Rows=~50, count of flip-flops with a built-in enable after synthesis=~50, leakage power of the design=~2.7 nW, top cells by area, synth=sky130_fd_sc_hd__dfxtp_1 28%, sky130_fd_sc_hd__edfxtp_1 20%, sky130_fd_sc_hd__or4_1 4.9%, Yosys top cell area share=0.278, maxcap violations=0, largest net degree at the start of global routing=45, setup TNS=0 ns, Post-Synthesis Cells=around 800, final routed wire length divided by cell count=between 10 and 15 µm, total global routing overflow=0, via count of the first global-routing pass=roughly 5.4k, count of final max-slew check failures=0, I/O pin cnt=23, chip height=roughly 140 µm, remaining routing DRC violations=0, share of cells above drive strength 1=0.0437, type of the tightest min-delay check=reg -> reg, number of routed nets with antenna violations=0, total iterations of the first detailed-routing run=23, RSZ-0062 raised after global routing=no, cts hold-fix bufs=0, worst slew pin tran=~0.86 ns, dpl hpwl=between 10 and 15 mm, worst-path maximum fanout=18, yosys synthesis warning count=2, count of instances resized after the clock tree is built=0, count of cell types in the netlist=roughly 53, final period demand of the worst path=roughly 2.4 ns, most frequently placed logic cell in the final layout=sky130_fd_sc_hd__dfxtp_1, placement-stage cell area=0.00782 mm², status=complete, no violations, antenna violations before repair=0, grt peak-use layer=met1, most used cells in the layout excluding fill and tap cells=103 x sky130_fd_sc_hd__dfxtp_1, 67 x sky130_fd_sc_hd__a21oi_1, 60 x sky130_fd_sc_hd__nor2_1, first-pass GRT wire length=~26 mm, startpoint kind of the worst setup timing path=flip-flop, Period Utilization, post-route=0.595, Synthesized registers=~150, htree depth=3, number of input and output port buffers inserted=22, worst path arrival time=2.64 ns, type of destination of the critical path=flip-flop, buffers inserted by post-CTS timing repair=0, final count of negative-setup-slack endpoints=0, layout overhead on the synthesized area=9.28%, startpoint-to-endpoint class of the critical path=reg -> reg, Core Region=~0.018 mm², largest area contributor in the netlist=sky130_fd_sc_hd__dfxtp_1, maximum operating frequency=about 0.42 GHz, count of antenna diodes in the layout=0, post-synthesis async set-or-reset flop share=0, insertion delay to the later sink of the worst-skew pair=0.33 ns, Top FF cell, synth=sky130_fd_sc_hd__dfxtp_1, placed instance count=a little over 1k, Hold Vio Cnt, Final=0, total wire length=between 10 and 15 mm, number of OpenROAD warnings=25, non-filler instance count after layout=around 1k, GR Util met1=0.273, final instance area=between 0.008 and 0.009 mm², Starting DRT DRC Count=between 400 and 500, weighted congestion at the end of routability-driven global placement=0.857, synthesized area divided by synthesized cell count=9.30 µm², count of unclocked register or latch pins=87, met3 GRT Util=0.0166, Data required, critical path=roughly 4.3 ns, yosys stat chip area=about 0.0074 mm², number of cells in the yosys synthesis report=~800, initial core utilization=0.410, total CTS buffers=9, power per cell area=roughly 170 mW/mm², CTS tree=yes, die area=approximately 0.019 mm², Worst-path clk slew=0.05 ns, Post-Synthesis Cell Area=between 0.007 and 0.008 mm², normalized max-slew margin=0.425, maximum VDD drop=about 0.21 mV, Chip Width=138 µm, endpoints left unconstrained=approximately 150, vias per inst=5.82, maximum buffer depth of the clock tree=2
-- logic make-up (layout without fill, tap and decap cells) --
logic type,after synthesis,count (layout),share of synthesized area
multiplexers,9,9,0.0159
AND/OR/NAND/NOR,370,370,0.287
adder cells (fa/ha/maj),4,4,0.00675
XOR/XNOR,44,44,0.0520
AND-OR/OR-AND,149,149,0.122
flip-flops,153,153,0.481
buffers and inverters,68,72,0.0364
-- worst paths after layout --
path | start | endpoint | slack [ns] | depth (start not counted)
setup / recovery | utx.count[0] | utx.count[30] | 1.62 | 5
hold / removal | rtx.count[0] | rtx.count[0] | 0.46 | 1
setup reg to reg | utx.count[0] | utx.count[30] | 1.62 | 5
hold reg to reg | rtx.count[0] | rtx.count[0] | 0.46 | 1
-- layer usage --
metal / vias up / share of wire
met3: 11 / 0.032
met5: - / 0
met2: 116 / 0.45
li1: 3033 / -
met1: 2832 / 0.51
met4: 0 / 0.0084
-- cell usage after synthesis, drive strengths merged (10+ instances only) --
library cell  count
and2             15
or4              48
o21ai            24
nor2             60
o31ai            40
buf              13
inv              27
dfxtp           103
a21oi            67
and3             10
nor4             35
nand3            41
nand4            35
edfxtp           50
xor2             11
or3              32
and4             12
clkbuf           28
nand2            43
xnor2            33
nor3             22
-- cell type report --
type	count	area [µm²]
flip-flops and latches	153	3560
clock buffers	14	274
inverters	27	101
fillers	1658	9980
multi-input cells	576	3600
well taps	229	287
clock inverters	2	10.0
repair buffers	29	273
-- power by group --
| part | switching, mW | leakage [nW] | internal, mW |
|---|---|---|---|
| registers | 0 | 1.36 | 0.663 |
| logic | 0.00521 | 1.17 | 0.0111 |
| clock network | 0.265 | 0.143 | 0.468 |
| total | 0.271 | 2.68 | 1.14 |
-- metrics by stage --
step	util	setup WS (ns)	power, mW	hold WS [ns]
floorplan	-	1.99	0.679	0.427
global placement	0.432	1.71	0.693	0.443
detailed placement	0.432	1.68	0.693	0.450
CTS	0.448	1.64	1.43	0.466
global route	0.448	1.47	1.46	0.487
finish	0.448	1.62	1.41	0.463
-- worst max-delay path, stage by stage (launching register included) --
cell and delay (ns):
sky130_fd_sc_hd__dfxtp_1 0.38, sky130_fd_sc_hd__ha_1 0.24, sky130_fd_sc_hd__nand3_1 0.15, sky130_fd_sc_hd__or4_1 0.81
sky130_fd_sc_hd__or4_1 0.59, sky130_fd_sc_hd__a21oi_1 0.14
Power is estimated from default activity; no workload was simulated.
